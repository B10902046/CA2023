File: design/flow/run.sh
#!/bin/bash
# OpenROAD 26Q1-2900-gdf79404cd8, Yosys 0.63+post, stock flow scripts
make -C /OpenROAD-flow-scripts/flow DESIGN_CONFIG=/design/flow/config.mk WORK_HOME=/design/flow/orfs finish
File: design/flow/config.mk
export PLATFORM = sky130hd
export DESIGN_NAME = Dynamic_Branch_Predictor
export DESIGN_NICKNAME = Dynamic_Branch_Predictor
export VERILOG_FILES = /design/flow/design.v
export SDC_FILE = /design/flow/constraint.sdc
export NUM_CORES = 4
export LEC_CHECK = 1
export CORE_AREA = 10 10 113 113
export DIE_AREA = 0 0 123 123
File: design/flow/constraint.sdc
current_design Dynamic_Branch_Predictor

set clk_period 12.5
set clk_io_pct 0.2

create_clock -name clk0 -period $clk_period [get_ports {clk_i}]

set non_clock_inputs [all_inputs -no_clocks]
set_input_delay [expr $clk_period * $clk_io_pct] -clock clk0 $non_clock_inputs
set_output_delay [expr $clk_period * $clk_io_pct] -clock clk0 [all_outputs]
File: design/flow/design.v
module Dynamic_Branch_Predictor
(
    clk_i, 
    rst_i,
    ALUResult_i, 
    EX_Branch_i,
    EX_PC_i,
    Predict_i,
    EX_immExtended_i, 
	Predict_o,
    PC_o, 
    Predict_wrong_o,
);
input clk_i, rst_i;
input EX_Branch_i;
input Predict_i;
input [31:0] ALUResult_i;
input [31:0] EX_PC_i;
input [31:0] EX_immExtended_i;
output Predict_o, Predict_wrong_o;
output [31:0] PC_o;
reg [1:0] FSM;                                          
assign Predict_o = (FSM[1] == 1) ? 1 : 0;               
assign Predict_wrong_o = (EX_Branch_i && (Predict_i != (ALUResult_i == 0))) ? 1 : 0;      
assign PC_o = (Predict_i) ? EX_PC_i + 4 : EX_PC_i + (EX_immExtended_i << 1);              
always@(posedge clk_i or negedge rst_i) begin
    if(~rst_i) begin
        FSM <= 2'b11;
    end 
    else if(EX_Branch_i) begin
        if(EX_Predict_i == (ALUResult_i == 0)) begin  
            if(FSM[1]) begin 
                FSM = 2'b11;
            end
            else begin
                FSM = 2'b00;
            end
        end
        else begin  
            if(FSM == 2'b11) begin
                FSM <= 2'b10;
            end
            else if(FSM == 2'b10) begin
                FSM <= 2'b01;
            end 
            else if(FSM == 2'b01) begin
                FSM <= 2'b10;
            end 
            else begin
                FSM <= 2'b01;
            end
        end
    end
end
endmodule
==> flow_metrics.env <==
# yosys + openroad results
export IMPL_ys_async_sr_fraction_pct=100
export IMPL_clk_pin_slew_ns=0.03
export IMPL_yosys_stat_seqShare_pct=1.87
export IMPL_yosys_warnings=3
export IMPL_period_needed_ns=8.45
export IMPL_grt_max_degree=63
export IMPL_ys_top_cells_by_area="ha_1 14%, xor2_1 8.7%, xnor2_1 7.2%, a21oi_1 6.6%, nand2_1 6.6%"
export IMPL_overflow=0
export IMPL_drt_first_pass_iters=4
export IMPL_ys_top_cells_by_count="49 x nand2_1, 37 x a21oi_1, 31 x ha_1, 31 x o21ai_0, 28 x xor2_1"
export IMPL_clkLatencyLatePin_ns=0.21
export IMPL_via_per_inst=5.17
export IMPL_dp_slack_ns=4.09
export IMPL_cap_viol_max_count=0
export IMPL_most_common_cell="nand2_1"
export IMPL_ys_types=62
export IMPL_io_pins=134
export IMPL_grt_pass1_vias=3471
export IMPL_num_fill_cells=1060
export IMPL_routed_wl_mm=10.7
export IMPL_netlist_area_mm2=0.00281
export IMPL_largest_reg_flops=2
export IMPL_hold_viol_final=0
export IMPL_reg_top3="FSM (2)"
export IMPL_crit_path_start_kind="input port"
export IMPL_largest_area_cell="ha_1"
export IMPL_flop_cell="dfstp_2"
export IMPL_cts_sinks=2
export IMPL_fp_dieW_um=123
export IMPL_tns_ns=0
export IMPL_design_area_mm2=0.00424
export IMPL_drt_initial_drc_count=127
export IMPL_maxSlewHeadroom_pct=60.5
export IMPL_finalClockSkew_ns=0.000940
export IMPL_cts_buffers=3
export IMPL_cp_max_fo=7
export IMPL_status="finished clean"
export IMPL_grt_total_usage_pct=13.5
export IMPL_tightest_slew_ns=0.592
export IMPL_clock_path_buffers=2
export IMPL_hold_class="flop to flop"
export IMPL_areaGrowthSynthToFinish_pct=51.2
export IMPL_cp_required_ns=10.00
export IMPL_top_area_share_pct=13.8
export IMPL_max_clock_freq_mhz=118
export IMPL_end_kind="output port"
export IMPL_yosys_area_mm2=0.00281
export IMPL_root_buffer="clkbuf_8"
export IMPL_fin_util_pct=41.1
export IMPL_ir_worst_vdd_mv=0.0850
export IMPL_design_die_area_mm2=0.0151
export IMPL_critPathKind="input port to output port"
export IMPL_synth_edff_count=0
export IMPL_wire_per_inst_um=16.2
export IMPL_finalWorstSetupSlack_ns=4.05
export IMPL_p_leak_nw=1.62
export IMPL_place_area_mm2=0.00420
export IMPL_core_area_mm2=0.0103
export IMPL_drc_errors=0
export IMPL_cp_arrival_ns=5.95
export IMPL_num_rows=37
export IMPL_synthCells=405
export IMPL_dpl_hpwl_mm=9.20
export IMPL_finalWeightedCongestion=0.909
export IMPL_diodes=0
export IMPL_numSynthFlops=2
export IMPL_rsz0062_at_grt="false"
export IMPL_cts_resized_gates=0
export IMPL_ant_nets=0
export IMPL_io_buffers=130
export IMPL_slew_viol_final=0
export IMPL_syn_avg_cell_area_um2=6.93
export IMPL_place_inst=657
export IMPL_htree_num_levels=1
export IMPL_power_mw=0.224
export IMPL_fp_dieH_um=123
export IMPL_tool_warnings=26
export IMPL_postCtsHoldBufs=0
export IMPL_post_cts_buffers=0
export IMPL_synth_stat_cells=405
export IMPL_antenna_found_initial=0
export IMPL_via_count=3415
export IMPL_hold_slack_ns=0.521
export IMPL_cts_tree="done"
export IMPL_fin_cells=660
export IMPL_min_period_over_period_pct=67.6
export IMPL_drive_gt1_share_pct=4.20
export IMPL_grt_pass1_wl_mm=16.8
export IMPL_setup_viol_count_final=0
export IMPL_largest_register="FSM"
export IMPL_powerDensity_mw_per_mm2=52.9
export IMPL_fp_util_pct=27.2
==> per-layer routing <==
layer	vias up	part of all wire (%)	GRT usage, %
met1	1521	43	16.0
met2	128	46	23.7
met5	-	0	0
li1	1762	-	-
met3	4	11	5.18
met4	0	0.54	1.09
==> cells in the final DEF, fill, tap and decap left out, types with 3 or more instances in the layout <==
cell type,instances
nand2_1,49
nand3_1,13
a31oi_1,4
a21o_1,7
nand4_1,16
mux2i_1,5
o211ai_1,3
a221oi_1,3
and3_1,12
clkdlybuf4s50_1,129
a21boi_0,3
nor2_1,18
nor3_1,5
o21a_1,5
and2_1,4
nand2b_1,3
inv_1,12
ha_1,31
a211oi_1,5
o21ai_0,31
nor4_1,8
clkbuf_8,3
o21bai_1,9
nor2b_1,8
xnor2_1,23
a21oi_1,37
xor2_1,28
or3_1,3
and4_1,4
==> path summary, 6_finish.rpt <==
path | to | start | depth (start not counted) | slack (ns)
setup / recovery | PC_o[31] | EX_PC_i[2] | 11 | 4.05
hold / removal | FSM[0] | FSM[0] | 1 | 0.52
setup reg to reg | FSM[0] | FSM[0] | 1 | 11.75
hold reg to reg | FSM[0] | FSM[0] | 1 | 0.52
max in group asynchronous | FSM[1] | rst_i | 1 | 9.85
min in group asynchronous | FSM[0] | rst_i | 1 | 2.63
==> cells by family after synthesis <==
logic type,share of synthesized area (%)
simple gates,30.2
compound gates,30.2
xor+xnor,15.9
fa+ha+maj,14.5
buf+inv,4.68
mux,2.59
flops,1.87
==> layout make-up <==
class | instances | area (um^2) | area share [%]
timing repair buffer | 132 | 1310 | 30.9
tap | 136 | 170 | 4.01
multi-input combinational | 375 | 2620 | 61.8
inverter | 12 | 45.0 | 1.06
clock buffer | 3 | 41.3 | 0.973
sequential | 2 | 52.6 | 1.24
==> report_power, final <==
group | internal (mW) | total [mW] | leakage [nW] | switching (mW)
Combinational | 0.102 | 0.185 | 1.58 | 0.0821
Sequential | 0.0122 | 0.0140 | 0.0210 | 0.00178
Clock | 0.0204 | 0.0259 | 0.0216 | 0.00548
==> critical path: stages <==
cell and delay [ns]:
clkdlybuf4s50_1 0.61, inv_1 0.10, fa_1 0.45, nand2b_1 0.17, a21oi_1 0.38, o21ai_2 0.14, o31ai_2 0.48, a21oi_1 0.13
a211oi_1 0.30, xor2_1 0.18, clkdlybuf4s50_1 0.50
Power is estimated from default activity; no workload was simulated.
