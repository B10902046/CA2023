[flow/design.v]
module branch_predictor
(
    clk_i, 
    rst_i,
    ALUResult_i, 
    EX_Branch_i,
    EX_PC_i,
    Predict_i,
    EX_immExtended_i, 
	predict_o,
    PC_o, 
    Predict_wrong_o,
);
input clk_i, rst_i;
input EX_Branch_i;
input Predict_i;
input [31:0] ALUResult_i;
input [31:0] EX_PC_i;
input [31:0] EX_immExtended_i;
output predict_o, Predict_wrong_o;
output [31:0] PC_o;
reg [1:0] FSM;                                          
assign predict_o = (FSM[1] == 1) ? 1 : 0;               
assign Predict_wrong_o = (EX_Branch_i && (Predict_i != (ALUResult_i == 0))) ? 1 : 0;      
assign PC_o = (Predict_i) ? EX_PC_i + 4 : EX_PC_i + (EX_immExtended_i << 1);              
always@(posedge clk_i or negedge rst_i) begin
    if(~rst_i) begin
        FSM <= 2'b11;
    end 
    else if(EX_Branch_i) begin
        if(Predict_i == (ALUResult_i == 0)) begin  
            if(FSM[1]) begin 
                FSM = 2'b11;
            end
            else begin
                FSM = 2'b00;
            end
        end
        else begin  
            if(FSM == 2'b11) begin
                FSM <= 2'b10;
            end
            else if(FSM == 2'b10) begin
                FSM <= 2'b01;
            end 
            else if(FSM == 2'b01) begin
                FSM <= 2'b10;
            end 
            else begin
                FSM <= 2'b01;
            end
        end
    end
end
endmodule
[flow/run.sh]
#!/bin/bash
# OpenROAD 26Q1-2900-gdf79404cd8, Yosys 0.63+post, stock flow scripts
make -C /OpenROAD-flow-scripts/flow DESIGN_CONFIG=/design/flow/config.mk WORK_HOME=/design/flow/orfs finish
[flow/config.mk]
export PLATFORM = sky130hd
export DESIGN_NAME = branch_predictor
export DESIGN_NICKNAME = branch_predictor
export VERILOG_FILES = /design/flow/design.v
export SDC_FILE = /design/flow/constraint.sdc
export NUM_CORES = 4
export LEC_CHECK = 1
export CORE_UTILIZATION = 40
[flow/constraint.sdc]
current_design branch_predictor

set clk_period 12.0
set clk_io_pct 0.2

create_clock -name clk0 -period $clk_period [get_ports {clk_i}]

set non_clock_inputs [all_inputs -no_clocks]
set_input_delay [expr $clk_period * $clk_io_pct] -clock clk0 $non_clock_inputs
set_output_delay [expr $clk_period * $clk_io_pct] -clock clk0 [all_outputs]
==> CHANGELOG.md <==
### Physical design

- Worst Setup Slack post-DPL: 3.78 ns
- Placed Instances: between 600 and 700
- Slew HR: between 50% and 60%
- Min-delay src: FSM[1]
- Tool Warnings: 27
- Final WS setup: 3.75 ns
- Mean routed wirelength per cell: between 10 and 15 um
- Met1 usage: a little over a third
- Critical Path Start Type: input pin
- R2R Setup Slk: about 11 ns
- Leakage: 1.73 nW
- Tightest Hold Check Type: register to register
- Slew Limit Fails: 0
- Worst Skew: 0.00237 ns
- Largest cells by area: ha_1 13%, nand2_1 8.4%, xnor2_1 7.6%
- YS chip area: between 2000 and 3000 um2
- Top cells by count, synth: 64 x nand2_1, 35 x a21oi_1, 31 x ha_1, 28 x o21ai_0, 25 x xnor2_1
- FF+latch area: between 50 and 60 um2
- Largest net degree at the start of global routing: between 70 and 80
- Crit. End Element: primary output
- Number of enable flip-flop cells: 0
- Max reg flops: 2
- Ys Warns: 1
- Initial antenna violation count: 0
- Top-area cell share: a little over an eighth
- Synth flops: 2
- Post-CTS Setup Bufs: 0
- Fill cell count: about 630
- First-pass GRT wire length: around 15000 um
- P&R area growth vs syn: 48.5%
- Die Width: 86.8 um
- Reg2reg start: FSM[0]
- Cells after Synth: 427
- Buffers on Ports: between 100 and 150
- CTS Hold Bufs: 0
- Clk latency late pin: 0.21 ns
- Total CTS buffers: 3
- Logic cell area: 2690 um2
- Total die size: 7530 um2
- Main flop type: dfstp_2
- Synth cell types: 63
- Final WL: ~9100 um
- Diodes inserted: 0
- Logic pwr share: just over 80%
- CTS Sinks: 2
- Maximum VDD drop: 0.0689 mV
- RD Place Congestion: roughly 0.9
- Number of global-route vias before repair: 3281
- # Cells Yosys: about 430
- Core area: approximately 7000 um2
- FFs w/ async S/R, synth: roughly 100%
- Int Power: about 0.00013 W
- Via density: around 5.5
- Die height: between 80 and 90 um
- GRT met2 Usage: roughly 40%
- Switch Pwr: roughly 0.00009 W
- Setup TNS: 0 ns
- Final Setup Violations: 0
- Slew of the pin with the lowest slew margin: ~0.67 ns
- Power, Total: around 0.00022 W
- Met3 GRT Util: 3.38%
- Synth Seq Share: under 10%
- Max H-tree Level: 1
- Fin cells: ~640
- Arrival time at the worst endpoint: 5.85 ns
- Gr ovfl total: 0
- Synth Cell Area: about 2900 um2
- Crit share post-route: between 60% and 70%
- Row Count: 30
- Vias: 3522
- CTS tree: built
- Largest registers: FSM: 2 flops
- Layout cells sized above 1: under 10%
- RSZ-0062 raised after global routing: false
- Run status: completed
- CP Max Fanout: 4
- Final core occ: about 62%
- Critical path origin: EX_immExtended_i[0]
- Critical path type: input pin to primary output
- Total track usage: 24.9%
- Clock Path Buffers: 2
- Switching Fraction: between 30% and 40%
- Clock power frac: between 10% and 20%
- Peak Freq: between 0.1 and 0.15 GHz
- Pwr/cell area: 52.2 nW/um2
- Reg clk slew, reported paths: roughly 0.03 ns
- Root Driver: clkbuf_8
- Post-route ant nets: 0
- Final Hold Fails: 0
- Most flops, register: FSM
- Post-synth top area cell: ha_1
- 1st-pass router iterations: 4
- DR iter-0 viols: 152
- Pre-Place Util: between 40% and 50%
- Critical Path RT: about 9.6 ns
- Synthesized area per cell: slightly below 7 um2
- Most used routing layer: met2
- Max Cap Viol: 0
- DRC violations left: 0
- Cell with the most instances after synthesis: nand2_1
- Top Ports: approximately 130
- DP HPWL: 7610 um
- Post-CTS sizing: 0
- Shortest period the worst path allows: 8.25 ns
- Seq pwr share: 5.1%
## metal layers
| metal | routed length [um] | share of wire, % |
|---|---|---|
| met5 | 0 | 0 |
| met4 | 29 | 0.32 |
| met3 | 716 | 7.9 |
| met2 | 4150 | 46 |
| met1 | 4200 | 46 |
## cells in the final DEF, fill, tap and decap left out, types with 7 or more instances in the layout
| cell type | count |
|---|---|
| ha_1 | 31 |
| a21oi_1 | 35 |
| a21o_1 | 16 |
| xnor2_1 | 25 |
| nand2_1 | 64 |
| nor4_1 | 10 |
| nand3_1 | 15 |
| o21bai_1 | 7 |
| clkdlybuf4s50_1 | 129 |
| xor2_1 | 19 |
| nor3_1 | 9 |
| o21ai_0 | 28 |
| nand4_1 | 13 |
| nor2_1 | 24 |
| inv_1 | 15 |
## layout make-up
cell class / instances / share of cell area [%]
Timing Repair Buffer: 132 / 30.7
Tap cell: 96 / 2.81
Clock buffer: 3 / 0.967
Multi-Input combinational cell: 396 / 63.0
Inverter: 15 / 1.32
Sequential cell: 2 / 1.23
## final timing paths
path	end	cells after the start
hold reg to reg	FSM[0]	1
setup / recovery	PC_o[27]	12
min in group asynchronous	FSM[0]	1
setup reg to reg	FSM[0]	2
hold / removal	FSM[0]	1
max in group asynchronous	FSM[1]	1
## power by group through the flow
stage	Combinational (W)	Clock (W)	Sequential, W
4_1_cts	0.000186	0.0000269	0.0000114
5_1_grt	0.000206	0.0000272	0.0000118
6_report	0.000185	0.0000262	0.0000115
## metrics by stage
stage               instance area (um2)  hold WS (ns)
floorplan                          2870         0.602
global placement                   4230         0.616
detailed placement                 4230         0.622
CTS                                4270         0.627
global route                       4270         0.635
finish                             4270         0.627
## worst max-delay path: stages
cell and delay (ns):
clkdlybuf4s50_1 0.49, ha_1 0.21, inv_1 0.07, fa_1 0.39, nor2b_1 0.16, o2111ai_1 0.18
a211o_1 0.38, a21oi_1 0.31, o211ai_1 0.21, a2111oi_0 0.48, a211oi_1 0.12, clkdlybuf4s50_1 0.45
## logic make-up after synthesis
| kind of cell | synth area share [%] |
|---|---|
| adder cells (fa/ha/maj) | 14.2 |
| AND/OR/NAND/NOR | 33.5 |
| multiplexers | 1.87 |
| AND-OR/OR-AND | 30.6 |
| buffers and inverters | 4.66 |
| flip-flops | 1.83 |
| XOR/XNOR | 13.4 |
Power and IR drop assume default switching activity.
